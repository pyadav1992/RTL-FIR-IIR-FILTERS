==> run.sh <==
#!/bin/bash
# OpenROAD 26Q1-2900-gdf79404cd8, Yosys 0.63+post, stock flow scripts
make -C /OpenROAD-flow-scripts/flow DESIGN_CONFIG=/design/flow/config.mk WORK_HOME=/design/flow/orfs finish
==> config.mk <==
export PLATFORM = sky130hd
export DESIGN_NAME = FPmultiply
export DESIGN_NICKNAME = FPmultiply
export VERILOG_FILES = /design/flow/design.v
export SDC_FILE = /design/flow/constraint.sdc
export NUM_CORES = 4
export LEC_CHECK = 1
export CORE_UTILIZATION = 30
==> constraint.sdc <==
current_design FPmultiply

set clk_period 13.2
set clk_io_pct 0.2

create_clock -name clk0 -period $clk_period

set non_clock_inputs [all_inputs -no_clocks]
set_input_delay [expr $clk_period * $clk_io_pct] -clock clk0 $non_clock_inputs
set_output_delay [expr $clk_period * $clk_io_pct] -clock clk0 [all_outputs]
==> design.v <==
`timescale 1ns / 1ns
module FPmultiply
#(parameter  WI1 = 4, 
         WF1 = 5,
         WI2 = 4,
         WF2 = 5,
         WIO = 8,
         WFO = 10)
   (
    input signed[(WI1+WF1-1):0] A,
    input signed[(WI2+WF2-1):0] B,
    output signed[(WIO+WFO-1):0] multiply,
   output overflow1
    );
 parameter intL = WI1 + WI2;
 parameter fracL = WF1 + WF2;
wire [(intL+fracL-1):0] tempmult;
reg  [(WIO-1) : 0] outI;
reg  [(WFO-1) : 0] outF;
reg [((intL-WIO)-1):0] checkbits;
reg [((intL-WIO)-1):0] threshold;
reg overflow;
assign tempmult = A * B;
always @* begin
  if (WFO >= fracL)begin
    outF = {tempmult[fracL-1:0],{(WFO-fracL){1'b0}}};
  end
  else begin
    outF = tempmult[(fracL-1):(fracL-WFO)];
  end
end
assign overflow1 =overflow;
always @* begin
  if (WIO >= intL)begin
    outI = {{(WIO-intL){tempmult[intL+fracL-1]}},tempmult[(intL+fracL-1):fracL]};
    overflow = 1'b0;
    checkbits = 0;
    threshold = 0;  
  end
  else begin
    if (WIO == 1)begin
      outI = tempmult[intL+fracL-1];
      checkbits = tempmult[(intL+fracL-1):((WIO>=2)?(WIO-2+fracL):fracL)];
      threshold = {(intL-WIO){tempmult[intL+fracL-1]}};
      overflow = 1'b0;
      if (checkbits == threshold)
      overflow = 1'b0;
      else
      overflow = 1'b1;
    end  
    else begin
      outI = {tempmult[intL+fracL-1],tempmult[(WIO>=2)?(WIO-2+fracL):fracL:fracL]};
      checkbits = tempmult[(intL+fracL-1):((WIO>=2)?(WIO-2+fracL):fracL)+1];
      threshold = {(intL-WIO){tempmult[intL+fracL-1]}};
      overflow = 1'b0;
      if (checkbits == threshold)
      overflow = 1'b0;
      else
      overflow = 1'b1;
    end
  end
end
assign multiply ={outI,outF};
endmodule
==> reports/results.md <==
| Quantity | Value | Unit |
| --- | --- | --- |
| Number of flip-flops and latches | 0 | - |
| Post-layout utilization of the core | 0.362 | - |
| Total DRC errors in the routed layout | 0 | - |
| Placed cell count | 493 | - |
| Footprint of the flip-flops and latches | 0 | sq um |
| Ratio of cells with drive above 1 in the final layout | 0.0222 | - |
| Area of the core | 9820 | sq um |
| Synthesized area | 3060 | sq um |
| Setup slack of the critical path after layout | 2.69 | ns |
| Post-CTS sizing | 0 | - |
| RSZ-0062 raised after global routing | no | - |
| Final Instance Count excl. Fillers | 493 | - |
| Count of antenna diodes in the layout | 0 | - |
| Post-Place Worst Slack | 2.64 | ns |
| Total detailed-routing wirelength | 5.44 | mm |
| Worst setup path category | in2out | - |
| Path type of the worst min-delay path | in2out | - |
| Most numerous logic cells after layout | inv_1 (74), fa_1 (70), nand2_1 (41) | - |
| Most frequently placed logic cell in the final layout | inv_1 | - |
| Vias after detailed routing | 2185 | - |
| Total placed instance area | 3560 | sq um |
| Worst setup path startpoint | A[8] | - |
| IO buf count | 36 | - |
| Vias in the first global route | 2111 | - |
| Estimated wirelength of the detail-placed design | 4.91 | mm |
| Antenna viol nets, final | 0 | - |
| Required time reported for the critical path endpoint | 10.56 | ns |
| Detailed Routing Iterations Pass 1 | 4 | - |
| Total tool warning count | 32 | - |
| Synthesized area per cell | 9.24 | sq um |
| Final sum of negative setup slack | 0 | ns |
| Share of the clock period used by the worst path after layout | 0.796 | - |
| Last weighted congestion value of the routability-driven placer | 0.790 | - |
| Die span in y | 103 | um |
| Largest net degree at the start of global routing | 11 | - |
| Area growth from synthesis to layout | 16.2 | % |
| Total gr overflow | 0 | - |
| Cts-stage hold buffer count | 0 | - |
| Detailed Route Iter0 Violations | 48 | - |
| Overall die width | 103 | um |
| Average detailed-routed wire length per instance | 11.0 | um |
| Synth Seq Share | 0 | - |
| Worst Setup End Kind | output pin | - |
| Leakage | 1.77 | nW |
| Final hold violation count | 0 | - |
| Combined global-route utilization of all metal layers | 0.117 | - |
| Clock buffers | 0 | - |
| Worst Hold Margin | 6.45 | ns |
| Fmax | 0.0952 | GHz |
| Total number of yosys warnings | 1 | - |
| Overall Power | 896 | uW |
| Fp util | 0.312 | - |
| Yosys cell count | 331 | - |
| Global-route wire length before repair | 9.63 | mm |
| Power per cell area | 252 | nW/um^2 |
| Critical path fanouts, max | 9 | - |
| Status | finished clean | - |
| Post-synthesis instance total | 331 | - |
| Fin area | 3560 | sq um |
| Setup fix buffers added after clock tree synthesis | 0 | - |
| Number of rows in the core area | 36 | - |
| Average vias per placed instance | 4.43 | - |
| Cell variety after synth | 33 | - |
| Max_cap viols | 0 | - |
| Fillers | 1024 | - |
| Crit path launch type | primary input | - |
| Initial antenna violation count | 0 | - |
| Count of pins on the block boundary | 37 | - |
| Yosys-reported design area after synthesis | 3060 | sq um |
| Final Slew Violations | 0 | - |
| IR drop worst, VDD | 229 | uV |
| Data arrival time at the worst-slack endpoint | 7.87 | ns |
| Die area | 10600 | sq um |
| Post-layout minimum cycle time | 10.51 | ns |
| Startpoint of the worst hold path | B[0] | - |
| Endpoints failing setup | 0 | - |
==> cell families after synthesis <==
logic type / Yosys count / synth area share
compound gates: 30 / 0.0785
xor+xnor: 18 / 0.0515
fa+ha+maj: 108 / 0.613
buf+inv: 81 / 0.101
mux: 1 / 0.00368
other cells: 1 / 0.00123
simple gates: 92 / 0.151
==> worst max-delay path, stage by stage <==
cell,delay (ns)
clkdlybuf4s50_1,0.63
nand2_1,0.18
fa_1,0.75
fa_1,0.59
fa_1,0.54
fa_1,0.51
inv_1,0.04
ha_1,0.28
ha_1,0.35
a21oi_1,0.19
xor2_1,0.10
or3_1,0.31
a31o_1,0.19
o221ai_1,0.06
clkdlybuf4s50_1,0.51
==> layout make-up <==
type	count	area, sq um	area share
inverter	74	278	0.0781
multi-input combinational	250	2750	0.774
tap	133	166	0.0468
timing repair buffer	36	360	0.101
==> metal layers <==
metal,global-route usage,share of wire,vias to the layer above
met5,0,0,-
met4,0,0,0
met3,0.0131,0.033,0
met2,0.184,0.49,39
met1,0.193,0.48,1089
li1,-,-,1057
==> power breakdown <==
part	switching, mW	total (mW)	leakage, nW	internal [mW]
clock network	0	0	0	0
registers	0	0	0	0
logic	0.386	0.896	1.77	0.510
==> worst paths after layout <==
| check | slack [ns] | cells after the start | endpoint |
|---|---|---|---|
| max | 2.69 | 15 | multiply[16] |
| min | 6.45 | 3 | multiply[0] |
==> Yosys cell counts (2+ instances only) <==
| cell | n | area, sq um |
|---|---|---|
| nand2_1 | 41 | 154 |
| nor2_1 | 4 | 15.0 |
| nand2b_1 | 3 | 18.8 |
| a21o_1 | 2 | 15.0 |
| a21oi_1 | 6 | 30.0 |
| and2_1 | 34 | 213 |
| o21ai_0 | 6 | 30.0 |
| clkbuf_1 | 6 | 22.5 |
| ha_1 | 38 | 475 |
| fa_1 | 70 | 1400 |
| nor2b_1 | 6 | 37.5 |
| or3_1 | 3 | 18.8 |
| inv_1 | 74 | 278 |
| xor2_1 | 4 | 35.0 |
| xnor2_1 | 14 | 123 |
| o21a_1 | 3 | 22.5 |
Power is estimated from default activity; no workload was simulated.
